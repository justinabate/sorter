File: flow/design.v
`timescale 1 ns / 1 ps
module sorter # (
    parameter DATA_WIDTH  = 16
)(
    input wire                    clk,  
    input wire                    rst,  
    input wire [DATA_WIDTH-1:0]   din,  
    input wire                    vld,  
    input wire                    sof,  
    input wire                    eof,  
	output wire [DATA_WIDTH-1:0]  lvl1,
	output wire [DATA_WIDTH-1:0]  lvl2,
	output wire [DATA_WIDTH-1:0]  lvl3,
	output wire [DATA_WIDTH-1:0]  lvl4,
	output reg                    done
);
	reg [DATA_WIDTH-1:0] lvl1_1ff;
	reg [DATA_WIDTH-1:0] lvl2_1ff;
	reg [DATA_WIDTH-1:0] lvl3_1ff;
	reg [DATA_WIDTH-1:0] lvl4_1ff;
	reg        [3:0] fsm_cs;  
	localparam [3:0] IDLE  = 4'b0001;  
	localparam [3:0] COMP1 = 4'b0010;  
	localparam [3:0] COMP2 = 4'b0100;  
	localparam [3:0] COMP3 = 4'b1000;  
	always @(posedge clk) begin
		if (!rst) begin
			fsm_cs <= IDLE;
			lvl1_1ff <= {(DATA_WIDTH){1'b0}};
			lvl2_1ff <= {(DATA_WIDTH){1'b0}};
			lvl3_1ff <= {(DATA_WIDTH){1'b0}};
			lvl4_1ff <= {(DATA_WIDTH){1'b0}};
			done <= 1'b0;
		end else begin
			case (fsm_cs)
				IDLE : begin
					if (vld && sof) begin : UPPER_PLACEMENT_1
						fsm_cs <= COMP1;  
						lvl1_1ff <= din;  
					end else begin
						fsm_cs <= IDLE;
					end
					done <= 1'b0;
				end
				COMP1 : begin
					if (vld) begin
						fsm_cs <= COMP2;  
						if (din > lvl1_1ff) begin : UPPER_PLACEMENT_2
							lvl1_1ff <= din;
							lvl2_1ff <= lvl1_1ff;
						end else begin : LOWER_PLACEMENT_1
							lvl1_1ff <= lvl1_1ff;
							lvl2_1ff <= din;
						end
					end else begin
						fsm_cs <= COMP1;
					end
				end
				COMP2 : 
					if (vld) begin
						fsm_cs <= COMP3; 
						if (din > lvl1_1ff) begin : UPPER_PLACEMENT_3
							lvl1_1ff <= din;
							lvl2_1ff <= lvl1_1ff;
							lvl3_1ff <= lvl2_1ff;
						end else if (din > lvl2_1ff) begin : MIDDLE_PLACEMENT_1
							lvl1_1ff <= lvl1_1ff;
							lvl2_1ff <= din;
							lvl3_1ff <= lvl2_1ff;
						end else begin : LOWER_PLACEMENT_2
							lvl1_1ff <= lvl1_1ff;
							lvl2_1ff <= lvl2_1ff;
							lvl3_1ff <= din;
						end
					end else begin
						fsm_cs <= COMP2;
					end
				COMP3 : begin
					if (vld) begin
						fsm_cs <= IDLE;  
						done <= 1'b1;  
						if (din > lvl1_1ff) begin : UPPER_PLACEMENT_4
							lvl1_1ff <= din;
							lvl2_1ff <= lvl1_1ff;
							lvl3_1ff <= lvl2_1ff;
							lvl4_1ff <= lvl3_1ff;
						end else if (din > lvl2_1ff) begin : UP_MID_PLACEMENT_1
							lvl1_1ff <= lvl1_1ff;
							lvl2_1ff <= din;
							lvl3_1ff <= lvl2_1ff;
							lvl4_1ff <= lvl3_1ff;
						end else if (din > lvl3_1ff) begin : LOW_MID_PLACEMENT_1
							lvl1_1ff <= lvl1_1ff;
							lvl2_1ff <= lvl2_1ff;
							lvl3_1ff <= din;
							lvl4_1ff <= lvl3_1ff;
						end else begin : LOWER_PLACEMENT_3
							lvl1_1ff <= lvl1_1ff;
							lvl2_1ff <= lvl2_1ff;
							lvl3_1ff <= lvl3_1ff;
							lvl4_1ff <= din;
						end
					end else begin
						fsm_cs <= COMP3;
						done <= 1'b0;
					end
				end
			endcase
		end
	end
	assign lvl1 = lvl1_1ff;
	assign lvl2 = lvl2_1ff; 
	assign lvl3 = lvl3_1ff; 
	assign lvl4 = lvl4_1ff; 
endmodule
File: flow/constraint.sdc
current_design sorter

set clk_period 11.1
set clk_io_pct 0.2

create_clock -name clk0 -period $clk_period [get_ports {clk}]

set non_clock_inputs [all_inputs -no_clocks]
set_input_delay [expr $clk_period * $clk_io_pct] -clock clk0 $non_clock_inputs
set_output_delay [expr $clk_period * $clk_io_pct] -clock clk0 [all_outputs]
File: flow/config.mk
export PLATFORM = sky130hd
export DESIGN_NAME = sorter
export DESIGN_NICKNAME = sorter
export VERILOG_FILES = /design/flow/design.v
export SDC_FILE = /design/flow/constraint.sdc
export NUM_CORES = 4
export LEC_CHECK = 1
export CORE_UTILIZATION = 30
File: flow/run.sh
#!/bin/bash
# OpenROAD 26Q1-2900-gdf79404cd8, Yosys 0.63+post, stock flow scripts
make -C /OpenROAD-flow-scripts/flow DESIGN_CONFIG=/design/flow/config.mk WORK_HOME=/design/flow/orfs finish
==> results_slide.txt <==
Key Metrics from the Run

Run status
  • Status: finished, final reports clean

Logic synthesis
  • Syn. warnings: 1
  • Area leader share: 0.314
  • Post-synthesis cell area: around 4400 um^2
  • Mean Syn Cell Area: between 8 and 9 um^2
  • Post-synth cell types: around 44
  • Most common reg cell: dfxtp_1
  • Post-synth top area cell: dfxtp_1
  • Ys cells: between 500 and 600
  • Flip-flops with a built-in enable: 0
  • Seq/Total Area, Yosys: 0.314
  • Cells after Synth: 501
  • Yosys reg bits: around 70
  • Top cells by area: dfxtp_1 31%, ha_1 14%, mux2i_1 11%
  • Post-synthesis chip area from yosys: between 4000 and 5000 um^2
  • Asr flop ratio synth: 0

Routing
  • Drt drc: 0
  • Vias: around 3700
  • WL/cell: ~15 um
  • Drt initial violations: ~190
  • Total Wirelength: about 11000 um
  • Final ANT Viol Nets: 0
  • Drt via density: 4.96
  • # diodes: 0
  • TritonRoute pass-1 iters: 4

Job
  • OpenROAD warning count: 26
  • Max-cap violations: 0

Finish
  • Area Growth Syn to Fin: 26.5%
  • Sequential cell area: about 1400 um^2
  • Final cell count without fillers: 752
  • Comb. cell area: between 2000 and 3000 um^2
  • Share of cells above drive strength 1: 0.0455
  • Fillers: between 1000 and 1500

Floorplan
  • Die width: about 120 um
  • I/O pin cnt: about 86
  • # rows: 43
  • Core box area: between 10000 and 15000 um^2
  • Die footprint: ~15000 um^2
  • Die Ht: between 100 and 150 um
  • Init Core Util: 0.312

Timing
  • Top achievable clock speed: 176 MHz
  • Fin crit period: around 5.7 ns
  • Final hold vios: 0
  • Relative slew slack: 0.420
  • RSZ-0062 raised after global routing: no
  • Fin Setup TNS: 0 ns
  • Final setup fails: 0
  • Slew Viols, Final: 0
  • Tcrit/Tclk final: 0.513
  • Slew @ Worst Pin: ~0.87 ns
  • Final setup skew: roughly 0.0036 ns

Clock network
  • Root Driver: clkbuf_16
  • Hold Buf Count CTS: 0
  • Setup Buffers After CTS: 0
  • Clk ins delay skew pair: approximately 0.33 ns
  • Clk slew on worst S/H paths: roughly 0.050 ns
  • Clock tree sinks: approximately 69
  • Post-cts resize count: 0
  • Clk buf depth: 2
  • CTS tree: done
  • H-tree depth: 3
  • TritonCTS buffer count: 9

GRT
  • Largest net degree at the start of global routing: approximately 55
  • Antenna violations before repair: 0
  • Gr ovfl total: 0
  • First-pass GRT wire length: around 18000 um
  • Vias in the first global route: 3572
  • GR Util All Layers: 0.152

Power and ir drop
  • Lkg Pwr: roughly 2.1 nW
  • Peak VDD IR: ~67 uV
  • Total power: approximately 0.00064 W
  • Pwr per Cell Area: ~110 nW/um^2

Placement
  • Inst Count DP: ~740
  • Routability cong.: a little under 0.9
  • IO Port Bufs: roughly 84
  • HPWL Detailed: ~8400 um

Worst setup path
  • CP max FO: 22
  • WS Path Type: input pin to flop
  • Startpoint types: input pin
  • CP endpoint kind: flop
  • CP arrival: 5.91 ns
  • Critical Path RT: about 11 ns

Worst hold path
  • Hold Crit Class: flop to flop
## area by class of cell
cell class | instances | area share
inverter | 46 | 0.0310
clock buffer | 11 | 0.0436
multi-input combinational | 355 | 0.476
timing repair buffer | 91 | 0.161
sequential | 69 | 0.248
tap | 180 | 0.0405
## flip-flops by register name, indices dropped and copies added (netlist names)
register  count
lvl2_1ff     16
lvl3_1ff     16
fsm_cs        4
done          1
lvl4_1ff     16
lvl1_1ff     16
## logic make-up after synthesis
| logic type | after synthesis | synth area share |
|---|---|---|
| muxes | 50 | 0.114 |
| buffers and inverters | 77 | 0.0837 |
| and+or+nand+nor | 150 | 0.170 |
| AOI/OAI and AO/OA | 107 | 0.181 |
| DFF | 69 | 0.314 |
| adders and majority gates | 48 | 0.137 |
## worst max-delay path: stages
cell             delay, ns
clkdlybuf4s50_1       0.59
ha_1                  0.43
nand4_1               0.18
nor4_1                0.44
a21boi_1              0.22
o31a_2                0.63
o211a_1               0.84
mux2i_1               0.28
nor2b_1               0.06
## report_power, final
group | switching (W) | internal (W)
Combinational | 0.0000612 | 0.0000590
Sequential | 0.0000108 | 0.000257
Clock | 0.0000964 | 0.000151
Total | 0.000168 | 0.000467
## synth_stat cells, types with 4 or more instances
cell and n:
a21oi_1 17, a31oi_1 16, buf_2 7, buf_6 7, clkbuf_1 15, dfxtp_1 69
ha_1 48, inv_1 46, mux2i_1 49, nand2_1 74, nand3_1 8, nand4_1 26
nor2_1 6, nor2b_1 23, o211a_1 17, o21ai_0 4, o21ai_1 16, o221ai_1 16
## metrics by stage
| stage | utilization | instance area [um^2] | worst slack, ns | hold WS, ns |
|---|---|---|---|---|
| after floorplan | - | 4400 | 6.67 | 0.407 |
| after global routing | 0.395 | 5560 | 5.05 | 0.481 |
| after CTS | 0.395 | 5560 | 5.36 | 0.451 |
| after detailed placement | 0.377 | 5320 | 5.00 | 0.444 |
| final | 0.395 | 5560 | 5.41 | 0.446 |
| after global placement | 0.377 | 5320 | 5.08 | 0.441 |
## placed cells by master, fill, tap and decap left out, types with 3 or more instances in the layout
cell type,Yosys,routed
nand4_1,26,26
o211ai_1,3,3
o21ai_0,4,4
clkdlybuf4s50_1,0,84
ha_1,48,48
nor2b_1,23,23
a21oi_1,17,17
a31oi_1,16,16
a21boi_0,3,3
nand3_1,8,8
inv_1,46,46
a21o_1,3,3
nand2_1,74,74
dfxtp_1,69,69
o211a_1,17,17
o21ai_1,16,16
mux2i_1,49,49
clkbuf_16,0,9
buf_4,0,7
nor2_1,6,6
o221ai_1,16,16
## routing by layer
| metal | vias up | track usage | routed length [um] |
|---|---|---|---|
| li1 | 1941 | - | - |
| met1 | 1680 | 0.231 | 5470 |
| met2 | 100 | 0.230 | 4700 |
| met3 | 12 | 0.0325 | 746 |
| met4 | 0 | 0.0173 | 132 |
| met5 | - | 0 | 0 |
## path summary, 6_finish.rpt
kind	end	depth (start not counted)	from	slack, ns
setup reg to reg	lvl1_1ff[8]	9	lvl1_1ff[14]	7.54
hold / removal	lvl4_1ff[0]	2	lvl4_1ff[0]	0.45
hold reg to reg	lvl4_1ff[0]	2	lvl4_1ff[0]	0.45
setup / recovery	lvl1_1ff[8]	9	din[14]	5.41
Power figures rest on the tool's default switching activity, not on a simulated workload.
